==> design.v <==
`timescale 1ns / 1ps
module ALU(ealuc,a,b,r);
    input [3:0] ealuc;
    input [31:0] a;
    input [31:0] b;
    output reg [31:0] r;
    always @(*) begin
        case(ealuc)
        0: r <= a+b;
        1: r <= a&b;
        2: r <= a^b;
        3: r <= b<<a;
        4: r <= a-b;
        5: r <= a|b;
        7: r <= b>>a;
        default r <= 0;
        endcase
    end
endmodule
`timescale 1ns / 1ps
module Datamem(we,a,di,do);
    input we;
    input [31:0] a;
    input [31:0] di;
    output reg [31:0] do;
    reg [7:0] dataM[255:0];
    always @(*) begin
    if(we) begin
    dataM[a] <= di;
    end
    do <= {dataM[a],dataM[a+1],dataM[a+2],dataM[a+3]};
    end
endmodule
`timescale 1ns / 1ps
module EXEMEM(clk,ewreg,em2reg,ewmem,etemp,r,eqb,mwreg,mm2reg,mwmem,mtemp,mr,mqb);
    input clk;
    input ewreg;
    input em2reg;
    input ewmem;
    input [4:0] etemp;
    input [31:0] r;
    input [31:0] eqb;
    output reg mwreg;
    output reg mm2reg;
    output reg mwmem;
    output reg [4:0] mtemp;
    output reg [31:0] mr;
    output reg [31:0] mqb;
    always @(posedge clk) begin
    mwreg <= ewreg;
    mm2reg <= em2reg;
    mwmem <= ewmem;
    mtemp <= etemp;
    mr <= r;
    mqb <= eqb;
    end
endmodule
`timescale 1ns / 1ps
module IDEXE(clk,wreg,m2reg,wmem,aluc,aluimm,qa,qb,SignExtend,
ewreg,em2reg,ewmem,ealuc,ealuimm,eqa,eqb,eSignExtend,temp,etemp);
    input clk;
    input wreg;
    input m2reg;
    input wmem;
    input [3:0] aluc;
    input aluimm;
    input [31:0] qa,qb,SignExtend;
    input [4:0] temp;
    output reg ewreg;
    output reg em2reg;
    output reg ewmem;
    output reg [3:0] ealuc;
    output reg ealuimm;
    output reg [31:0] eqa,eqb,eSignExtend;
    output reg [4:0] etemp;
    always @(posedge clk)
    begin
    ewreg <= wreg;
    em2reg <= m2reg;
    ewmem <= wmem;
    ealuc <= aluc;
    ealuimm <= aluimm;
    eqa <= qa;
    eqb <= qb;
    eSignExtend <= SignExtend;
    etemp <= temp;
    end
endmodule
`timescale 1ns / 1ps
module IFID(clk,value,op,func,rs,rt,rd,imm);
    input [31:0] value;
    input clk;
    output reg [5:0] op,func;
    output reg [4:0] rs,rt,rd;
    output reg [15:0] imm;
    always @(posedge clk)
    begin
    op <= value[31:26];
    rs <= value[25:21];
    rt <= value[20:16];
    rd <= value[15:11];
    func <= value[5:0];
    imm <= value[15:0];
    end
endmodule
`timescale 1ns / 1ps
module MEMWB(clk,mwreg,mm2reg,mtemp,mr,do,wwreg,wm2reg,wtemp,wr,wdo);
    input clk;
    input mwreg;
    input mm2reg;
    input [4:0] mtemp;
    input [31:0] mr;
    input [31:0] do;
    output reg wwreg;
    output reg wm2reg;
    output reg [4:0] wtemp;
    output reg [31:0] wr;
    output reg [31:0] wdo;
    always @(posedge clk) begin
    wwreg <= mwreg;
    wm2reg <= mm2reg;
    wtemp <= mtemp;
    wr <= mr;
    wdo <= do;
    end
endmodule
`timescale 1ns / 1ps
module Multi(wm2reg,wr,wdo,d);
    input wm2reg;
    input [31:0] wr;
    input [31:0] wdo;
    output reg [31:0] d;
    always @(*) begin
    if(wm2reg == 0)
    d <= wr;
    else
    d <= wdo;
    end
endmodule
`timescale 1ns / 1ps
module Multiplex(ealuimm,eqb,eSignExtend,b);
    input [31:0] eqb;
    input ealuimm;
    input [31:0] eSignExtend;
    output reg [31:0] b;
    always @(*)begin
    if(ealuimm == 0) begin
    b <= eqb;
    end
    else begin
    b <= eSignExtend;
    end
    end
endmodule
`timescale 1ns / 1ps
module control_unit(op,func,wreg,m2reg,wmem,aluc,aluimm,regrt);
    input [5:0] op,func;
    output reg wreg;
    output reg m2reg;
    output reg wmem;
    output reg [3:0] aluc;
    output reg aluimm;
    output reg regrt;
    always @(*)
    if(op == 6'b100011)  
    begin
    wreg <= 1;
    regrt <= 1;
    m2reg <= 1;
    aluimm <= 1;
    aluc <= 4'b0000;
    wmem <= 0;
    end
    else if(op == 6'b000000 && func == 6'b100000)  
    begin
    regrt<=0;
    aluc<= 4'b0000;
    m2reg<=0;
    wreg<=1;
    aluimm<=0;
    wmem<=0;
    end
    else if(op == 6'b000000 && func == 6'b100010)  
    begin
    regrt <= 0;
    aluc <= 4'b0100;
    m2reg <= 0;
    wreg <= 1;
    aluimm <= 0;
    wmem <= 0;
    end
    else if(op == 6'b000000 && func == 6'b100100)  
    begin
    regrt <= 0;
    aluc <= 4'b0001;
    m2reg <= 0;
    wreg <= 1;
    aluimm <= 0;
    wmem <= 0;
    end
    else if(op == 6'b000000 && func == 6'b100101)  
    begin
    regrt <= 0;
    aluc <= 4'b0101;
    m2reg <= 0;
    wreg <= 1;
    aluimm <= 0;
    wmem <= 0;
    end
    else if(op == 6'b000000 && func == 6'b100110)  
    begin
    regrt <= 0;
    aluc <= 4'b0010;
    m2reg <= 0;
    wreg <= 1;
    aluimm <= 0;
    wmem <= 0;
    end
endmodule
`timescale 1ns / 1ps
module instMem(a,do);
    input [31:0] a;
    output reg [31:0] do;
    reg [7:0] instr [0:255];
    initial
    begin
    instr[100] = 8'b00000000;
    instr[101] = 8'b00100010; 
    instr[102] = 8'b00011000;
    instr[103] = 8'b00100000; 
    instr[104] = 8'b00000000;
    instr[105] = 8'b00000000;
    instr[106] = 8'b00000000;
    instr[107] = 8'b00000000; 
    instr[108] = 8'b00000000;
    instr[109] = 8'b00000000;
    instr[110] = 8'b00000000;
    instr[111] = 8'b00000000; 
    instr[112] = 8'b00000001;
    instr[113] = 8'b00100011; 
    instr[114] = 8'b00100000; 
    instr[115] = 8'b00100010; 
    instr[116] = 8'b00000000;
    instr[117] = 8'b01101001; 
    instr[118] = 8'b00101000; 
    instr[119] = 8'b00100101;  
    instr[120] = 8'b00000000;
    instr[121] = 8'b01101001; 
    instr[122] = 8'b00110000; 
    instr[123] = 8'b00100110;  
    instr[124] = 8'b00000000;
    instr[125] = 8'b01101001; 
    instr[126] = 8'b00111000; 
    instr[127] = 8'b00100100;  
    end
    always @(*) begin
    do ={instr[a],instr[a+1],instr[a+2],instr[a+3]};
    end
endmodule
`timescale 1ns / 1ps
module program_counter(clk,pc);
    input clk;
    output reg [31:0] pc;
    parameter increase_value = 32'd4;
    initial begin
    pc <= 32'd96;
    end
    always @(posedge clk)
    begin 
    pc <= pc + increase_value;
    end
endmodule
`timescale 1ns / 1ps
module regfile(clk,rna,rnb,we,wn,d,qa,qb);
    input clk;
    input [4:0] rna,rnb;
    input we;
    input [4:0] wn;
    input [31:0] d;
    output [31:0] qa,qb;
    reg [31:0] register[0:31];
    integer i;
    initial begin
    register[0] = 32'hA00000AA;
    register[1] = 32'h10000011;
    register[2] = 32'h20000022;
    register[3] = 32'h30000033;
    register[4] = 32'h40000044;
    register[5] = 32'h50000055;
    register[6] = 32'h60000066;
    register[7] = 32'h70000077;
    register[8] = 32'h80000088;
    register[9] = 32'h90000099;
    for(i = 11; i<32; i=i+1)
        register[i] = 32'h00000000; 
    end
    assign qa = (rna == 0) ? 0 : register[rna];
    assign qb = (rnb == 0) ? 0 : register[rnb];
    always @(negedge clk) begin
    if (wn != 0 && we)
    register[wn] = d;
    end
endmodule
`timescale 1ns / 1ps
module top(clk,LED);
    input clk;
    output LED;
    wire [31:0] value;
    wire [5:0] op,func;
    wire [4:0] rd,rt,rs;
    wire [3:0] aluc;
    wire [3:0] ealuc;
    wire [31:0] qa,qb;
    wire wreg;
    wire m2reg;
    wire wmem;
    wire aluimm;
    wire regrt;
    wire mwreg;
    wire mm2reg;
    wire mwmem;
    wire [4:0] mtemp;
    wire [4:0] wtemp;
    wire [31:0] mr;
    wire [31:0] wr,wdo;
    wire [31:0] mqb;
    wire [31:0] pc;
    wire [31:0] b;
    wire [31:0] r;
    wire [31:0] SignExtend;
    wire [15:0] imm;
    wire [31:0] do;
    wire ewreg,em2reg,ewmem,ealuimm;
    wire wwreg,wm2reg;
    wire [31:0] eqa,eqb;
    wire [31:0] eSignExtend;
    wire [4:0] temp;
    wire [4:0] etemp;
    wire [31:0] nextpc;
    wire [31:0] d;
    assign SignExtend = {{16{imm[15]}},imm[15:0]};
    program_counter p1(clk,pc);
    assign LED = (pc >= 32'd128) ? 1 : 0;
    instMem i1(pc,value);
    IFID r2(clk,value,op,func,rs,rt,rd,imm);
    regfile r1(clk,rs,rt,wwreg,wtemp,d,qa,qb);
    control_unit c1(op,func,wreg,m2reg,wmem,aluc,aluimm,regrt);
    mux m1(rd,rt,temp,regrt);
    IDEXE r3(clk,wreg,m2reg,wmem,aluc,aluimm,qa,qb,SignExtend,
    ewreg,em2reg,ewmem,ealuc,ealuimm,eqa,eqb,eSignExtend,temp,etemp);
    Multiplex m2(ealuimm,eqb,eSignExtend,b);
    ALU a1(ealuc,eqa,b,r);
    EXEMEM r4(clk,ewreg,em2reg,ewmem,etemp,r,eqb,mwreg,mm2reg,mwmem,mtemp,mr,mqb);
    Datamem d1(mwmem,mr,mqb,do);
    MEMWB r5(clk,mwreg,mm2reg,mtemp,mr,do,wwreg,wm2reg,wtemp,wr,wdo);
    Multi m3(wm2reg,wr,wdo,d);
endmodule
module mux(rd,rt,temp,regrt);
    input [4:0] rd,rt;
    input regrt;
    output reg [4:0] temp;
    always @(*) begin
    if (regrt == 0)
    begin
    temp <= rd;
    end
    else begin
    temp <= rt;
    end
    end
endmodule
==> run.sh <==
#!/bin/bash
# OpenROAD 26Q1-2900-gdf79404cd8, Yosys 0.63+post, stock flow scripts
make -C /OpenROAD-flow-scripts/flow DESIGN_CONFIG=/design/flow/config.mk WORK_HOME=/design/flow/orfs finish
==> config.mk <==
export PLATFORM = sky130hd
export DESIGN_NAME = top
export DESIGN_NICKNAME = top
export VERILOG_FILES = /design/flow/design.v
export SDC_FILE = /design/flow/constraint.sdc
export NUM_CORES = 4
export LEC_CHECK = 1
export CORE_AREA = 10 10 91 91
export DIE_AREA = 0 0 101 101
==> constraint.sdc <==
current_design top

set clk_period 4.1
set clk_io_pct 0.2

create_clock -name clk0 -period $clk_period [get_ports {clk}]

set non_clock_inputs [all_inputs -no_clocks]
set_input_delay [expr $clk_period * $clk_io_pct] -clock clk0 $non_clock_inputs
set_output_delay [expr $clk_period * $clk_io_pct] -clock clk0 [all_outputs]
==> impl_metrics.tcl <==
# flow metrics
set metrics [dict create \
    status "completed" \
    reg.largest.list "p1.pc x30" \
    crit_family "simple AND/OR/NAND/NOR gates" \
    warnings 27 \
    hpwl_um 1360 \
    combPwrFrac_pct 0 \
    cp_data_required_time_ns 3.28 \
    logic_family "simple AND/OR/NAND/NOR gates" \
    maxCapViolCount 0 \
    simple_gate_share_pct 28.9 \
    synth_area_sq_um 1250 \
    ys_async_sr_fraction_pct 0 \
    post-synth-top-area-cell "dfxtp_1" \
    num_antenna_cells 0 \
    p_int_w 0.000427 \
    synth_warnings 14 \
    yosys.area_share.adder_pct 2.01 \
    max_slew.worst_pin.slew_ns 0.412 \
    drcViolationCount 0 \
    leakagePower_nw 0.468 \
    port_buffers 1 \
    num_vias 829 \
    period_minus_slack_ns 2.73 \
    fin_ws_ns 1.37 \
    area_delta_synth_final_pct 15.9 \
    fp_util_pct 19.6 \
    rsz0062_at_grt "no" \
    drtIter0Drc 22 \
    final_antenna_net_count 0 \
    postSynthSeqShare_pct 48.2 \
    htree_num_levels 2 \
    max_stage_delay_ns 0.51 \
    layout-drive-gt1-share_pct 10.2 \
    crit_buf_inv 1 \
    xor_share_pct 19.7 \
    grt_max_degree 10 \
    grt_usage_pct 3.90 \
    clkSinkCount 30 \
    cp-end-kind "output pin" \
    die_area_sq_um 10200 \
    regMostFlops "p1.pc" \
    ys_area_sq_um 1250 \
    final.setup.tns_ns 0 \
    post-place-cells 196 \
    fmax_mhz 366 \
    yosys.area.top_type_share_pct 48.2 \
    ys_cells 118 \
    worst-setup-path-type "reg2out" \
    synth-edff-count 0 \
    synthFlopType "dfxtp_1" \
    synth_flops 30 \
    vias_per_cell 4.06 \
    rows 29 \
    wire_per_inst_um 9.50 \
    synthAoiAreaFrac_pct 0 \
    finalWirelength_um 1940 \
    pin_count 2 \
    fin_crit_sh_pct 66.7 \
    finalMaxSlewViolations 0 \
    synth_area_per_cell_sq_um 10.6 \
    area_leaders "dfxtp_1, xnor2_1, nand3_1" \
    top_cell "dfxtp_1" \
    cts_made_buffers 5 \
    p_switching_w 0.000101 \
    clkPwrFrac_pct 44.7 \
    synthCells 118 \
    gr-total-overflow 0 \
    first_pass_iters 4 \
    holdBufCountCts 0 \
    arrival_ns 1.91 \
    grt_pass1_vias 786 \
    power_density_nw_per_um2 365 \
    post-place-ws_ns 1.63 \
    postCtsSetupBuffers 0 \
    setup_violations 0 \
    crit_chain "or4_1 > nor4_1 > nand4_1 > clkdlybuf4s50_1" \
    hp-class "reg2reg" \
    die_h_um 101 \
    synth.area.mux_share_pct 0 \
    whs_ns 0.469 \
    cp_max_fo 5 \
    cts_tree "built" \
    cts.root.buffer_cell "clkbuf_8" \
    hold_viol 0 \
    die_w_um 101 \
    crit_path_top_delay_cell "or4_1" \
    antenna_found_initial 0 \
    seq_power_share_pct 55.3 \
    synthTopCellsByCount "dfxtp_1, xnor2_1, nand3_1" \
    rrSetupSlack_ns 2.43 \
    grt_pass1_wl_um 3420 \
    slew_headroom_pct 72.4 \
    vdd_drop_max_uv 191 \
    cts_resized 0 \
    switching_share_pct 19.1 \
    core_sq_um 6350 \
    gp_congestion 0.823 \
    fin_skew_ns 0.00410 \
    start_kind "flip-flop" \
    layoutNonFillerInstCount 204 \
    path_clk_slew_ns 0.06 \
    largest_register_ff_count 30 \
    synth_cell_types 18 \
    clock_latency_ns 0.27 \
    clk_path_buf_depth 2 \
]
-- routing by layer --
| layer | GRT usage (%) | part of all wire (%) | up-vias |
|---|---|---|---|
| li1 | - | - | 429 |
| met1 | 5.91 | 56 | 384 |
| met2 | 5.36 | 39 | 11 |
| met3 | 1.11 | 3.4 | 5 |
| met4 | 0.857 | 1.8 | 0 |
| met5 | 0 | 0 | - |
-- metrics by stage --
stage	instance area, sq um	utilization [%]	power, W
3_5_place_dp	1350	21.3	0.000298
5_1_grt	1440	22.7	0.000551
4_1_cts	1440	22.7	0.000534
2_1_floorplan	1250	-	0.000298
6_report	1440	22.7	0.000527
3_3_place_gp	1350	21.3	0.000298
-- worst paths after layout --
check,from,endpoint,cells after the start
setup reg to reg,p1.pc[2]$_DFF_P_,p1.pc[26]$_DFF_P_,5
hold / removal,p1.pc[31]$_DFF_P_,p1.pc[31]$_DFF_P_,1
setup / recovery,p1.pc[14]$_DFF_P_,LED,4
hold reg to reg,p1.pc[31]$_DFF_P_,p1.pc[31]$_DFF_P_,1
-- kinds of logic (layout without fill, tap and decap cells) --
kind of cell  after synthesis  in the layout
fa+ha+maj                   2              2
flops                      30             30
buf+inv                     4             13
xor+xnor                   28             28
simple gates               54             54
-- worst register-to-register path: cells and delay by family (launching register included) --
family / cells / cell delay [ns]
and+or+nand+nor: 3 / 0.72
xor gates and xnor gates: 1 / 0.16
DFF: 1 / 0.41
adders and majority gates: 1 / 0.27
-- power by group through the flow --
stage | clock (W) | sequential, W | combinational, W
global route | 0.000260 | 0.000291 | 0.000000000178
CTS | 0.000243 | 0.000291 | 0.000000000178
finish | 0.000236 | 0.000292 | 0.000000000178
-- layout make-up --
cell class	count	area (sq um)
tap	77	96.3
multi-input combinational	84	631
inverter	4	15.0
fill	667	4910
sequential	30	601
timing repair buffer	1	10.0
clock buffer	7	86.3
clock inverter	1	5.00
-- layout by cell type, fill, tap and decap left out --
cell type | Yosys | final
nand4_1 | 8 | 8
nand2_1 | 8 | 8
nand3_2 | 1 | 1
and2_1 | 1 | 1
nor2_1 | 3 | 3
xor2_1 | 4 | 4
clkdlybuf4s50_1 | 0 | 1
xnor2_1 | 24 | 24
clkbuf_8 | 0 | 6
ha_1 | 2 | 2
nor4_1 | 6 | 6
clkbuf_1 | 0 | 1
inv_1 | 4 | 4
nand4_4 | 2 | 2
nand3_1 | 14 | 14
clkinv_2 | 0 | 1
and3_1 | 3 | 3
nor3_1 | 2 | 2
or4_1 | 1 | 1
dfxtp_1 | 30 | 30
and4_1 | 2 | 2
nor3_4 | 3 | 3
Power figures rest on the tool's default switching activity, not on a simulated workload.
